[./run.sh]
#!/bin/bash
# OpenROAD 26Q1-2900-gdf79404cd8, Yosys 0.63+post, stock flow scripts
make -C /OpenROAD-flow-scripts/flow DESIGN_CONFIG=/design/flow/config.mk WORK_HOME=/design/flow/orfs finish
[./constraint.sdc]
current_design vled_demo

set clk_period 2.3
set clk_io_pct 0.2

create_clock -name clk0 -period $clk_period [get_ports {clk}]

set non_clock_inputs [all_inputs -no_clocks]
set_input_delay [expr $clk_period * $clk_io_pct] -clock clk0 $non_clock_inputs
set_output_delay [expr $clk_period * $clk_io_pct] -clock clk0 [all_outputs]
[./design.v]
module vled_demo(
    input clk,    
    input rst_n,  
    output reg led
  );
  reg [7:0] cnt;  
  always @ (posedge clk)
  begin
    if(!rst_n)
      cnt <= 0;
    else if(cnt >= 10)
      cnt <= 0;
    else
      cnt <= cnt + 1;
  end
  always @ (posedge clk)
  begin
    if(!rst_n)
      led <= 0;
    else if(cnt == 10)
      led <= !led;
  end
endmodule
[./config.mk]
export PLATFORM = sky130hd
export DESIGN_NAME = vled_demo
export DESIGN_NICKNAME = vled_demo
export VERILOG_FILES = /design/flow/design.v
export SDC_FILE = /design/flow/constraint.sdc
export NUM_CORES = 4
export LEC_CHECK = 1
export CORE_AREA = 10 10 70 70
export DIE_AREA = 0 0 80 80
==> deck_impl_summary.md <==
Flow Results at a Glance

Status
  • Outcome: completed

Finish
  • Core Util, Final: 0.131
  • Synth-to-Final Area Change: 34.6%
  • Most frequent logic cell in the layout: dfxtp_1
  • Share of cells above drive strength 1: 0.0976
  • Post-Layout Cell Count: 87
  • Dominant logic cell types in the final layout: 9 x dfxtp_1, 4 x nor2_1, 4 x conb_1, 3 x clkbuf_4

Critical path
  • Slowest cell delay on critical path: 0.47 ns
  • Worst setup SP type: flop
  • Worst Path Class, Setup: flop to output pin
  • Critical path startpoint: led
  • Worst path bufs/invs: 1
  • Required time of the critical path: 1.84 ns
  • CP arrival: 1.06 ns
  • Max stage delay cell, worst path: clkdlybuf4s50_1
  • Crit-path max FO: 3
  • Crit end category: output pin
  • Crit path max-delay family: buffers and inverters
  • R2R Path Start: cnt[0]
  • Crit path cell chain: clkdlybuf4s50_1

CTS
  • TritonCTS Buffers: 3
  • CTS hold repair buffers: 0
  • Root buf cell: clkbuf_4
  • Post-CTS Setup Bufs: 0
  • Clk slew on worst S/H paths: 0.06 ns
  • Late-Pin Clk Latency: 0.26 ns
  • CTS max path bufs: 2
  • CTS tree: done
  • Resized cells post-CTS: 0
  • H-tree depth: 1
  • Sink Count: 9

Global route
  • Total grt overflow: 0
  • Largest net degree at the start of global routing: 7
  • Vias in the first global route: 232
  • First-pass GRT wire length: 945 µm
  • All-Layer GR Usage: 0.0193
  • Antenna violations before repair: 0

STA
  • RSZ-0062 raised after global routing: false
  • Setup_tns: 0 ns
  • WHS: 0.467 ns
  • Cycle use final: 0.661
  • Final hold viol count: 0
  • Final min period: 1.52 ns
  • Skew final: 0.00382 ns
  • Final Max-Slew Violation Tally: 0
  • # setup viols final: 0
  • Highest clock rate: 658 MHz

Synthesis
  • Synth Cell Area: 333 µm²
  • Top cells, area: dfxtp_1 54%, ha_1 7.5%, nor4_4 6.4%
  • Mean post-synth cell area: 10.4 µm²
  • Synth Instances: 32
  • Top cell area share: 0.541
  • Area leader, netlist: dfxtp_1
  • Synth warnings: 1
  • Synth Seq Share: 0.541
  • Ys cells: 32
  • Synth cell types: 17
  • Ys flops: 9
  • Yosys stat area: 333 µm²

Route
  • Drt pass-1 iters: 2
  • Drt total wl: 532 µm
  • Diodes inserted: 0
  • 1st-iter DRT viols: 14
  • Vias: 231
  • Post-route DRC: 0
  • Wire per inst: 6.11 µm
  • Detail Route Antenna Nets: 0
  • DR vias/cell: 2.66

Floorplan
  • Die Size: 0.00640 mm²
  • I/O Pins: 3
  • Rows: 21
  • Starting Density: 0.0974
  • Vert. Die Dim: 80 µm
  • Die X: 80 µm
  • CORE AREA: 0.00342 mm²

Placed design
  • Global placement routability congestion: 0.735
  • Port bufs: 2
  • DP Wirelength: 386 µm
  • Placed cells: 83

Job
  • Tool warnings: 26
  • Max-Cap Viols: 0

Power
  • Pwr Total: 287 µW
  • Maximum VDD drop: 0.233 mV
  • Leak Pwr: 0.162 nW
  • Pwr dens: 640 mW/mm²

Min path
  • Hold Crit Class: flop to flop
  • Hold Startpoint: cnt[0]
## layer usage
metal,GRT usage,vias to the layer above,routed length (µm)
met2,0.0257,6,195
met5,0,-,0
li1,-,125,-
met4,0.00352,0,2
met3,0.0216,2,78
met1,0.0202,98,255
## flip-flops by register name, summed over array words and instances (netlist names)
name and flops:
cnt 8, led 1
## final timing paths
kind              slack [ns]  endpoint  cells past startpoint
setup / recovery        0.78       led                      1
hold / removal          0.47    cnt[0]                      1
setup reg to reg        1.13    cnt[1]                      5
hold reg to reg         0.47    cnt[0]                      1
## cell families after synthesis
group | Yosys count | synth area share
multiplexers | 1 | 0.0301
AND-OR/OR-AND | 4 | 0.0714
other | 1 | 0.0113
flip-flops | 9 | 0.541
AND/OR/NAND/NOR | 13 | 0.248
buffers and inverters | 2 | 0.0226
adder cells (fa/ha/maj) | 2 | 0.0752
## where the power goes
part           switching [mW]  internal (mW)
clock                  0.0514         0.0666
combinational         0.00277        0.00294
sequential            0.00303          0.160
## cell usage after synthesis
master,n
nand2_1,2
mux2i_1,1
conb_1,1
o31ai_1,1
a21oi_1,1
nand3_1,2
nand2b_1,1
inv_1,2
nand4b_1,1
nor4_4,1
a31oi_1,1
nand4_1,1
o21ai_0,1
nor2_1,4
ha_1,2
dfxtp_1,9
nor3b_1,1
## metrics by stage
| step | worst slack [ns] | cell area [µm²] |
|---|---|---|
| finish | 0.781 | 448 |
| global route | 0.708 | 448 |
| CTS | 0.767 | 448 |
| detailed placement | 1.02 | 422 |
| global placement | 1.04 | 422 |
| floorplan | 1.25 | 344 |
## area by class of cell
type | instances | area [µm²]
well taps | 46 | 57.6
repair buffers | 2 | 20.0
flip-flops and latches | 9 | 180
fillers | 391 | 2970
inverters | 2 | 7.51
clock buffers | 4 | 26.3
multi-input cells | 24 | 156
## worst register-to-register path, stage by stage, from the launching register on
cell and delay (ns):
dfxtp_1 0.37, inv_1 0.06, ha_1 0.24, o31ai_1 0.20, nand3_1 0.14, nor2_1 0.10
Power is estimated from default activity; no workload was simulated.
